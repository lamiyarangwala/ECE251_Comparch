File: ./design.v
module mux_4to1
#(parameter n=8)
(q0, q1, q2, q3, en, sel, rst, d);
   input [n-1:0] q0;
   input [n-1:0] q1;
   input [n-1:0] q2;
   input [n-1:0] q3;
   input [1:0] sel;
   input en, rst;
   output reg [n-1:0] d;
   always@*
   begin 
      if (en) begin
         if (!rst)
         d <= 0;
         else begin
            case (sel)
               2'b00 : d <= q0;
               2'b01 : d <= q1;
               2'b10 : d <= q2;
               2'b11 : d <= q3;
               default: begin
               d <= 0;
               end
            endcase
         end
   end
   else 
      d <= 'bz;
   end
endmodule
File: ./run.sh
#!/bin/bash
# OpenROAD 26Q1-2900-gdf79404cd8, Yosys 0.63+post, stock flow scripts
make -C /OpenROAD-flow-scripts/flow DESIGN_CONFIG=/design/flow/config.mk WORK_HOME=/design/flow/orfs finish
File: ./config.mk
export PLATFORM = sky130hd
export DESIGN_NAME = mux_4to1
export DESIGN_NICKNAME = mux_4to1
export VERILOG_FILES = /design/flow/design.v
export SDC_FILE = /design/flow/constraint.sdc
export NUM_CORES = 4
export LEC_CHECK = 1
export CORE_AREA = 10 10 70 70
export DIE_AREA = 0 0 80 80
File: ./constraint.sdc
current_design mux_4to1

set clk_period 1.5
set clk_io_pct 0.2

create_clock -name clk0 -period $clk_period

set non_clock_inputs [all_inputs -no_clocks]
set_input_delay [expr $clk_period * $clk_io_pct] -clock clk0 $non_clock_inputs
set_output_delay [expr $clk_period * $clk_io_pct] -clock clk0 [all_outputs]
==> flow_summary.json <==
{
  "status": "finished, final reports clean",
  "ys_cells": 29,
  "ios": 44,
  "seq_cells": 0,
  "vias": 436,
  "final_util": 0.2300,
  "drtIter0Drc": 1,
  "slew_violations": 0,
  "syn_inst": 29,
  "grt_pass1_vias": 483,
  "antenna_found_initial": 0,
  "yosys_area_um2": 255.2,
  "arrival_ns": 1.13,
  "routed_wl_mm": 1.676,
  "slew-limit-headroom": 0.8678,
  "drive_above_1_share": 0.3077,
  "routabilityCongestion": 0.8339,
  "nFillCells": 389,
  "p_leak_nw": 0.3543,
  "whs_ns": 1.006,
  "grt_overflow": 0,
  "syn_to_final_growth_pct": 207.8,
  "start_kind": "input port",
  "cp_cell_sequence": "clkdlybuf4s15_1, nand2b_4, buf_12, o22ai_2, buf_2",
  "power_density_mw_per_mm2": 255.6,
  "critPathMaxFanout": 7,
  "drc": 0,
  "seqCellArea_um2": 0,
  "grt_max_degree": 9,
  "met3_usage": 0.01932,
  "min_path_type": "in2out",
  "synth.avg_cell_area_um2": 8.802,
  "ir_drop_v": 0.00007043,
  "critPathKind": "in2out",
  "maxCapViolations": 0,
  "ant_nets": 0,
  "cpMaxStageDelayCell": "clkdlybuf4s15_1",
  "finalCritPeriodShare": 0.9508,
  "grt_setup_unrepaired": "false",
  "slowest_delay_ns": 0.27,
  "ys_seq_share": 0,
  "critPathBufInv": 3,
  "die_h_um": 80,
  "met1_usage": 0.07398,
  "via_per_inst": 3.516,
  "antenna_cells": 0,
  "grt_use_met2": 0.06742,
  "grt_first_pass_wirelength_mm": 2.525,
  "dp_hpwl_mm": 1.426,
  "required_ns": 1.20,
  "period_needed_ns": 1.426,
  "io_buffer_count": 43,
  "worst_pin_slew_ns": 0.1928,
  "ys_warn_count": 2,
  "final_cell_area_um2": 785.8,
  "num_rows": 21,
  "final.setup.tns_ns": 0,
  "wl_per_cell_um": 13.52,
  "end_kind": "output pin",
  "track_usage": 0.04921,
  "first_pass_iters": 3,
  "fp-utilization": 0.07473,
  "critPathTopFamily": "buffers and inverters",
  "hold_viol": 0,
  "fp.dieArea_mm2": 0.006400,
  "yosysUniqueCellTypes": 7,
  "finalSetupViolations": 0,
  "syn_area_um2": 255.2,
  "fmax_ghz": 0.7012,
  "warning_count": 33,
  "die_x_um": 80,
  "busiest_layer": "met1",
  "placed_area_um2": 735.7,
  "nClkBuffers": 0,
  "core_mm2": 0.003416
}
[path summary, 6_finish.rpt]
path / start / to / slack (ns) / cells past startpoint
setup / recovery: rst / d[0] / 0.07 / 5
hold / removal: sel[0] / d[2] / 1.01 / 4
[layout by cell type (no fill, tap or decap)]
master / synthesis / routed
o22ai_2: 0 / 2
clkdlybuf4s15_1: 0 / 1
o22ai_1: 8 / 6
mux2i_2: 0 / 1
mux2i_1: 16 / 15
clkdlybuf4s50_1: 0 / 30
buf_12: 1 / 2
dlygate4sd2_1: 0 / 2
clkbuf_2: 0 / 6
nand2_4: 0 / 1
buf_4: 0 / 7
buf_6: 1 / 1
nand2b_4: 0 / 1
buf_2: 0 / 3
[cell families (layout without fill, tap and decap cells)]
group                  Yosys count  after routing  synth area share
and+or+nand+nor                  2              2           0.03922
muxes                           16             16            0.6274
buffers and inverters            3             52            0.1372
AOI/OAI and AO/OA                8              8            0.1961
[power breakdown]
group | switching [W] | total, W | internal (W)
Combinational | 0.0000595 | 0.000201 | 0.000141
Clock | 0 | 0 | 0
Sequential | 0 | 0 | 0
Total | 0.0000595 | 0.000201 | 0.000141
[per-layer routing]
layer  share of wire  vias up
met5               0        -
met4               0        0
met3            0.11        0
met2            0.34       38
met1            0.55      183
li1                -      215
[what timing repair did]
action / 4_1_cts / 5_1_grt
setup buffers: 6 / 1
hold buffers: 0 / 0
endpoints found under the setup margin: 8 / 7
resized: 32 / 13
pin swaps: 4 / 5
[synth_stat cells]
cell type  count  area, um^2
o22ai_1        8       50.05
nand2b_1       1       6.260
buf_12         1       20.02
buf_6          1       11.26
buf_1          1       3.750
mux2i_1       16       160.2
nand2_1        1       3.750
[metrics by stage]
stage | power (W) | setup WS, ns | cells
detailed placement | 0.0001937 | -0.6429 | 117
global route | 0.0002168 | 0.006385 | 124
CTS | 0.0002028 | 0.0007965 | 123
finish | 0.0002008 | 0.07386 | 124
floorplan | 0.00005783 | 0.4079 | 29
global placement | 0.0001924 | -0.6206 | 117
[cell type report]
class | instances | area, um^2 | share of cell area
Timing Repair Buffer | 52 | 476.7 | 0.6067
Multi-Input combinational cell | 26 | 251.5 | 0.3201
Tap cell | 46 | 57.56 | 0.07325
Power and IR drop assume default switching activity.
