==> design/flow/run.sh <==
#!/bin/bash
# OpenROAD 26Q1-2900-gdf79404cd8, Yosys 0.63+post, stock flow scripts
make -C /OpenROAD-flow-scripts/flow DESIGN_CONFIG=/design/flow/config.mk WORK_HOME=/design/flow/orfs finish
==> design/flow/config.mk <==
export PLATFORM = sky130hd
export DESIGN_NAME = adder
export DESIGN_NICKNAME = adder
export VERILOG_FILES = /design/flow/design.v
export SDC_FILE = /design/flow/constraint.sdc
export NUM_CORES = 4
export LEC_CHECK = 1
export CORE_AREA = 10 10 70 70
export DIE_AREA = 0 0 80 80
==> design/flow/design.v <==
module adder
#(parameter n = 8)
   (a, b, cin, sum, en, rst, cout);
   input [n-1:0] a;
   input [n-1:0] b;
   input cin, en, rst;
   output reg cout;
   output reg [n-1:0] sum;
   always @* begin
      begin 
      if (en)
         sum = 'bz;
      else
         if (rst)
            {cout,sum} = a + b + cin;
         else
            sum = 0;
   end
   end
endmodule
==> design/flow/constraint.sdc <==
current_design adder

set clk_period 6.1
set clk_io_pct 0.2

create_clock -name clk0 -period $clk_period

set non_clock_inputs [all_inputs -no_clocks]
set_input_delay [expr $clk_period * $clk_io_pct] -clock clk0 $non_clock_inputs
set_output_delay [expr $clk_period * $clk_io_pct] -clock clk0 [all_outputs]
==> job_summary.md <==
## PnR job results

| Metric | Value |
|---|---|
| Hold-fix buffers at CTS | `0` |
| Total track usage | `3.68%` |
| CP cell instances | `clkdlybuf4s50_1 > fa_1 > fa_1 > a21o_1 > a41oi_1 > mux2i_1 > clkdlybuf4s50_1` |
| Initial antenna violation count | `0` |
| Post-CTS Setup Bufs | `0` |
| Logic area | `approximately 370 um^2` |
| Power per cell area | `84.4 mW/mm^2` |
| Largest net degree at the start of global routing | `11` |
| Met2 Wirelength | `425 um` |
| Synthesized area per cell | `between 8 and 9 um^2` |
| Final period utilization | `82.1%` |
| Vias | `443` |
| Number of global-route vias before repair | `436` |
| DRT iter0 DRCs | `9` |
| Yosys synthesis chip area | `400 um^2` |
| Routed WL per cell | `10.5 um` |
| Total Wirelength | `1270 um` |
| Post-DP Area | `731 um^2` |
| Fp util | `around an eighth` |
| Period minus WS final | `5.01 ns` |
| Number of setup violations in the final report | `0` |
| Crit path launch type | `input pin` |
| Crit end category | `output port` |
| Flop area | `15.0 um^2` |
| Hold Fails Final Rpt | `0` |
| HPWL Detailed | `1170 um` |
| Area of the core | `0.00342 mm^2` |
| Yosys Instances | `48` |
| Gates resized, CTS repair | `0` |
| Log Warnings | `32` |
| WP data arrival | `approximately 3.8 ns` |
| RePlAce Congestion | `a little over 0.8` |
| Worst path required time | `4.88 ns` |
| Static Leak | `0.000290 uW` |
| Final routed DRC violation total | `0` |
| Final Instance Area | `731 um^2` |
| Global-route wire length before repair | `approximately 2000 um` |
| Kind of critical path | `input pin to output port` |
| Max FFs per register | `1` |
| Synth Instances | `48` |
| Synth warnings | `2` |
| Unrepaired setup endpoints after global routing | `no` |
| Status | `complete, no violations` |
| Synth async-reset ratio | `0%` |
| Critical Path Fanout Max | `3` |
| DIE WIDTH | `approximately 80 um` |
| Drt first pass iters | `2` |
| Synth flops | `1` |
| Maximum vdd drop | `approximately 0.027 mV` |
| Slew headroom | `between 70% and 80%` |
| Tightest Hold Check Type | `input pin to output port` |
| GR Overflow Total | `0` |
| Endpoints left unconstrained | `2` |
| Metal3 WL | `195 um` |
| Vias/cell | `3.66` |
| Top Layer Used | `met3` |
| Actual slew at the worst max-slew pin | `about 0.36 ns` |
| Peak Freq | `~0.20 GHz` |
| # fillers | `390` |
| Detail Route Antenna Nets | `0` |
| P&R area growth vs syn | `82.5%` |
| # rows | `21` |
| Register pins left without a clock | `1` |
| Die H | `80 um` |
| Share of cells above drive strength 1 | `between 6 and 7%` |
| Final Max Tran Viols | `0` |
| Setup TNS | `0 ns` |
| DRT met1 WL | `around 650 um` |
| Dominant Register Cell | `dlxtn_1` |
| Count of input and output buffers | `28` |
| Fin util | `a little over a fifth` |
| Slowest cell on crit path | `fa_1` |
| Number of synthesized flops with an enable pin | `0` |
| Ant. Diodes | `0` |
| Post-Syn Area | `400 um^2` |
| I/O pins | `28` |
| Number of max-cap violations | `0` |
| Max incr delay on CP | `0.49 ns` |
| Distinct lib cells | `29` |
| Chip area | `0.00640 mm^2` |
[layout by cell type (no fill, tap or decap), types with 2 or more instances in the layout]
cell type / n
nand2_1: 3
a21o_1: 2
nand2b_1: 3
fa_1: 2
o21ai_0: 2
mux2i_1: 2
nor2_1: 3
inv_1: 2
clkdlybuf4s50_1: 28
a21oi_1: 2
ha_1: 7
and2_1: 2
[final cells by class]
cell class                      instances  area share, %
Multi-Input combinational cell         44           50.7
Timing Repair Buffer                   28           38.4
Tap cell                               46           7.88
Sequential cell                         1           2.05
Inverter                                2           1.03
[synth_stat cells, types with 2 or more instances]
cell type,instances,area [um^2]
ha_1,7,87.6
nand2_1,3,11.3
nand2b_1,3,18.8
nor2_1,3,11.3
a21o_1,2,15.0
a21oi_1,2,10.0
and2_1,2,12.5
fa_1,2,40.0
inv_1,2,7.51
mux2i_1,2,20.0
o21ai_0,2,10.0
[worst max-delay path: cells and delay by family]
| family | cells | cell delay (ns) |
|---|---|---|
| fa+ha+maj | 2 | 0.91 |
| buf+inv | 2 | 0.92 |
| mux | 1 | 0.22 |
| compound gates | 2 | 0.52 |
[worst paths after layout]
| check | to | cells past startpoint | from | slack, ns |
|---|---|---|---|---|
| max | sum[6] | 7 | a[0] | 1.09 |
| min | sum[0] | 4 | cin | 3.63 |
[stage by stage]
| stage | instances | hold WS (ns) | worst slack [ns] | power (uW) |
|---|---|---|---|---|
| global placement | 121 | 3.63 | 1.08 | 61.7 |
| detailed placement | 121 | 3.63 | 1.06 | 62.4 |
| finish | 121 | 3.63 | 1.09 | 61.7 |
| global route | 121 | 3.67 | 0.887 | 69.0 |
| CTS | 121 | 3.64 | 1.04 | 62.8 |
| floorplan | 48 | 2.65 | 2.17 | 30.1 |
[power breakdown]
group	leakage, uW	switching (uW)	internal [uW]
Sequential	0.00000805	0.118	1.00
Clock	0	0	0
Combinational	0.000282	22.3	38.2
[per-layer routing]
metal  global-route usage (%)  vias up
met5                        0        -
met4                        0        0
met3                     1.82        0
met2                     5.22       22
met1                     5.18      185
li1                         -      236
[cell families after synthesis]
| logic type | after synthesis | share of synthesized area [%] |
|---|---|---|
| xor+xnor | 2 | 4.38 |
| latches | 1 | 3.75 |
| mux | 2 | 5.00 |
| fa+ha+maj | 9 | 31.9 |
| compound gates | 15 | 30.0 |
| simple gates | 16 | 21.3 |
| buf+inv | 3 | 3.75 |
No activity file was given, so power comes from the tool's default toggle rates.
