`flow/constraint.sdc`:
```
current_design sll

set clk_period 1.0
set clk_io_pct 0.2

create_clock -name clk0 -period $clk_period [get_ports {clk}]

set non_clock_inputs [all_inputs -no_clocks]
set_input_delay [expr $clk_period * $clk_io_pct] -clock clk0 $non_clock_inputs
set_output_delay [expr $clk_period * $clk_io_pct] -clock clk0 [all_outputs]
```
`flow/config.mk`:
```
export PLATFORM = sky130hd
export DESIGN_NAME = sll
export DESIGN_NICKNAME = sll
export VERILOG_FILES = /design/flow/design.v
export SDC_FILE = /design/flow/constraint.sdc
export NUM_CORES = 4
export LEC_CHECK = 1
export CORE_AREA = 10 10 70 70
export DIE_AREA = 0 0 80 80
```
`flow/run.sh`:
```
#!/bin/bash
# OpenROAD 26Q1-2900-gdf79404cd8, Yosys 0.63+post, stock flow scripts
make -C /OpenROAD-flow-scripts/flow DESIGN_CONFIG=/design/flow/config.mk WORK_HOME=/design/flow/orfs finish
```
`flow/design.v`:
```
module sll
#(parameter n = 8,
  parameter amt_n = 1)
(
input [n-1:0] d,
input clk, en, rst,
input [amt_n-1:0] amt,
output reg [n-1:0] out);
   always @ (posedge clk)
   begin
      if (en) begin
         out = 'bz;
      end
      else begin
         if (rst) begin
            out <= d << amt;
         end
         else begin
            out = 'b0;
         end
      end
   end
endmodule
```
==> results.sh <==
# physical design summary
export IMPL_outcome="finished clean"
export IMPL_syn_area_um2=293
export IMPL_dieWidth_um=80
export IMPL_io_buffers=18
export IMPL_min_period_ns=0.964
export IMPL_antenna_found_initial=0
export IMPL_drt_iter0_drc=11
export IMPL_cts_max_path_buffers=2
export IMPL_cts_clk_slew_worst_paths_ns=0.05
export IMPL_cpLargestDelayFamily="flip-flops"
export IMPL_finalNonFillerCells=92
export IMPL_rsz0062_at_grt="true"
export IMPL_total_power_uw=691
export IMPL_final_cell_mix="clkdlybuf4s50_1, mux2i_1, nor2b_1, dfxtp_1, clkdlybuf4s15_1"
export IMPL_cp_startpoint="out[5]"
export IMPL_lay_top_count="clkdlybuf4s50_1"
export IMPL_powerDensity_nw_per_um2=1230
export IMPL_antennaDiodeCount=0
export IMPL_drcViolationCount=0
export IMPL_reg_top3="out: 8 flops"
export IMPL_clock_root_buffer="clkbuf_4"
export IMPL_max_slew_margin_rel=0.842
export IMPL_yosysWarnings=2
export IMPL_antenna_left=0
export IMPL_holdCritPathClass="input pin to flip-flop"
export IMPL_holdWs_ns=0.314
export IMPL_drive_gt1_frac=0.109
export IMPL_log_warning_count=27
export IMPL_cp_cell_sequence="dlygate4sd2_1"
export IMPL_final_period_utilization=0.964
export IMPL_numCtsBuffers=3
export IMPL_rows=21
export IMPL_cp_num_buf_inv=1
export IMPL_fin_util=0.164
export IMPL_worst_path_largest_cell_delay_ns=0.29
export IMPL_core_area_um2=3420
export IMPL_p_leak_nw=0.242
export IMPL_routed_via_density=2.57
export IMPL_ys_types=6
export IMPL_wirelength_um=849
export IMPL_netlist_instances=25
export IMPL_largest_register_ffs=8
export IMPL_crit_slowest_cell="dfxtp_1"
export IMPL_cp_start_kind="flip-flop"
export IMPL_cts_tree="yes"
export IMPL_drv_cap=0
export IMPL_hold_viol=0
export IMPL_initial_utilization=0.0857
export IMPL_grtUsageTotal=0.0253
export IMPL_ys_area_um2=293
export IMPL_vdd_ir_drop_worst_v=0.000260
export IMPL_hold_end="out[0]"
export IMPL_fin_area_um2=562
export IMPL_fmax_mhz=1040
export IMPL_place_congestion=0.650
export IMPL_ys_cells=25
export IMPL_grt_pass1_vias=274
export IMPL_whs_path_depth=3
export IMPL_holdCritStartpoint="amt[0]"
export IMPL_worstPathMaxFanout=1
export IMPL_synthToLayoutAreaGrowth_pct=91.9
export IMPL_syn_area_per_cell_um2=11.7
export IMPL_grt_max_degree=9
export IMPL_setup_violations=0
export IMPL_dr_pass1_iters=2
export IMPL_cp_required_ns=0.80
export IMPL_ys_flops=8
export IMPL_crit_arrival_ns=0.76
export IMPL_die_h_um=80
export IMPL_regMostFlops="out"
export IMPL_slew_viol_final=0
export IMPL_cts_sinks=8
export IMPL_vias=236
export IMPL_path_class="flip-flop to primary output"
export IMPL_wire_per_inst_um=9.23
export IMPL_grt_pass1_wl_mm=1.30
export IMPL_crit_path_end_kind="primary output"
export IMPL_fillers=394
export IMPL_hpwl_um=749
export IMPL_synth_seq_share=0.547
export IMPL_design_die_area_um2=6400
export IMPL_grt_overflow=0
export IMPL_worst_pin_slew_ns=0.237
export IMPL_placed_area_um2=539
export IMPL_htree_levels=1
export IMPL_io_pins=20
export IMPL_dp_cells=89
metal layers:
metal	track usage	vias up	share of wire
li1	-	125	-
met1	0.0262	99	0.40
met2	0.0441	10	0.50
met3	0.00909	2	0.067
met4	0.0123	0	0.032
met5	0	-	0
kinds of logic after synthesis:
kind of cell | count (synthesis) | synth area share
and+or+nand+nor | 9 | 0.175
DFF | 8 | 0.547
buffers and inverters | 1 | 0.0385
muxes | 7 | 0.239
worst max-delay path by stage:
stage / slack (ns) / endpoint / cells past startpoint
5_1_grt: -0.005 / out[4] / 1
4_1_cts: 0.002 / out[1] / 1
6_report: 0.04 / out[5] / 1
power breakdown:
group	leakage, nW	total, mW	switching [mW]	internal, mW
Clock	0.0138	0.228	0.0920	0.136
Sequential	0.0668	0.345	0.00472	0.341
Combinational	0.162	0.117	0.0337	0.0836
Total	0.242	0.691	0.130	0.560
synth_stat cells (all sizes together):
library cell / count / area share
nor2: 1 / 0.013
nor2b: 7 / 0.15
dfxtp: 8 / 0.55
buf: 1 / 0.038
nand2: 1 / 0.013
mux2i: 7 / 0.24
through the flow:
step | setup WS (ns) | TNS (ns)
final | 0.0356 | 0
after global routing | -0.00512 | -0.00512
after CTS | 0.00190 | 0
after detailed placement | -0.206 | -1.44
after global placement | -0.207 | -1.39
after floorplan | 0.348 | 0
timing repair:
action,CTS,global route
endpoints found under the setup margin,8,7
buffers inserted,0,0
gates cloned,0,0
pin swaps,0,0
endpoints found under the hold margin,0,0
hold buffers,0,0
resized,9,6
final cells by class:
cell class,count,area (um2),share of cell area
multi-input combinational,16,121,0.216
sequential,8,161,0.287
tap,46,57.6,0.102
clock buffer,3,22.5,0.0401
timing repair buffer,19,199,0.354
Power figures rest on the tool's default switching activity, not on a simulated workload.
